## flow/design.v

```verilog
module eightbitreg(
    input clk, load, incr, reset,
    input [7:0] D_in,
    output reg [7:0] OUT
);
initial begin
    OUT = 8'b0;
end
always@(posedge clk)begin
    if(reset) OUT <= 8'b0;
    else begin
        if(load) OUT <= D_in;
        else if(incr) OUT <= OUT + 1'b1;
        else OUT <= OUT;
    end
end
endmodule
```

## flow/run.sh

```bash
#!/bin/bash
# OpenROAD 26Q1-2900-gdf79404cd8, Yosys 0.63+post, stock flow scripts
make -C /OpenROAD-flow-scripts/flow DESIGN_CONFIG=/design/flow/config.mk WORK_HOME=/design/flow/orfs finish
```

## flow/config.mk

```make
export PLATFORM = sky130hd
export DESIGN_NAME = eightbitreg
export DESIGN_NICKNAME = eightbitreg
export VERILOG_FILES = /design/flow/design.v
export SDC_FILE = /design/flow/constraint.sdc
export NUM_CORES = 4
export LEC_CHECK = 1
export CORE_AREA = 10 10 70 70
export DIE_AREA = 0 0 80 80
```

## flow/constraint.sdc

```tcl
current_design eightbitreg

set clk_period 1.4
set clk_io_pct 0.2

create_clock -name clk0 -period $clk_period [get_ports {clk}]

set non_clock_inputs [all_inputs -no_clocks]
set_input_delay [expr $clk_period * $clk_io_pct] -clock clk0 $non_clock_inputs
set_output_delay [expr $clk_period * $clk_io_pct] -clock clk0 [all_outputs]
```

==> impl_metrics.toml <==
# yosys + openroad results
[clock_network]
clk_pin_slew_worst_paths_ps = 50
root_buffer = "clkbuf_4"
clockBufferDepth = 2
cts_num_sinks = 8
hold_buffers = 0
cts_tree = "yes"
cts_buffers = 3
clkLatencyLatePin_ps = 250
htree_num_levels = 1

[pwr]
vdd_drop_max_v = 0.000411
p_per_area_nw_per_um2 = 729
finalPower_mw = 0.576
p_leak_nw = 0.315

[global_routing]
antenna_found_initial = 0
grtUsageMet1 = 0.0625
first_global_vias = 493
grt_max_degree = 11
grt_pass1_wl_um = 2370
grt_use_total = 0.0453
met3_usage = 0.0205
grt-ovfl-total = 0
gr-max-usage-layer = "met2"
met2_usage = 0.0666

[drt]
vias_per_cell = 3.96
drc = 0
wirelength_um = 1410
drt_iter0_markers = 9
drt_pass1_iterations = 3
ant_nets = 0
wire_per_inst_um = 11.2
antenna_cells = 0
via_count = 495

[synthesis]
yosys-top-cells-area = "dfxtp_1 (35%), xor2_1 (7.5%), o211ai_1 (6.5%)"
synth_cell_types = 22
synth_top_area_share = 0.345
ys_sh_simple = 0.240
ys_seq_frac = 0.345
ys_top_logic_family = "simple AND/OR/NAND/NOR gates"
ys_area_um2 = 464
syn_area_per_cell_um2 = 8.76
top_area_cell = "dfxtp_1"
async_flop_share = 0
flop_cell = "dfxtp_1"
common_cells = "dfxtp_1 (8), nor2_1 (5), o211ai_1 (4), xor2_1 (4)"
synth.yosys.warnings = 1
synth-cells-yosys = 53
mux_share = 0.0674
edf_count = 0
ys.flops = 8
synthXorXnorAreaFrac = 0.0755
synthCells = 53
top_cell = "dfxtp_1"
aoi_share = 0.181
synth_area_um2 = 464
synthAdderAreaFrac = 0.0270

[floorplan]
rows = 21
die_h_um = 80
io_pins = 20
fp_util = 0.136
dieArea_um2 = 6400
dieWidth_um = 80
core_area_um2 = 3420

[critical_path]
r2r_cells = 4
r2r_setup_slack_ps = 170
cp_data_arrival_time_ps = 1080
crit_buf_inv = 1
cp_slowest_cell = "clkdlybuf4s50_1"
end_kind = "output pin"
r2r-end = "OUT[7]"
worstPathCellList = "clkdlybuf4s50_1"
max_stage_delay_ps = 470
timing_worst_setup_path_type = "reg2out"
required_ps = 1120
cp_max_fo = 4
worstReg2RegStart = "OUT[4]"
path_delay_family = "buffers and inverters"
cp-start-kind = "flip-flop"

[final_layout]
syn2layout_area_growth_pct = 70.1
final_util = 0.231
reg_top3 = "OUT (8)"
largest-register = "OUT"
drive_above_1_share = 0.241
instances_no_fill = 125
fillers = 377
largest_reg_flops = 8

[sta]
skew_ps = 1.54
post-route-period-util = 0.972
hold_viol = 0
tightestPinTransition_ps = 257
hold_ws_ps = 485
period_needed_ps = 1360
setup_viol = 0
fin_setup_tns_ps = 0
fmax_mhz = 735
slew_violations = 0
relSlewSlack = 0.828

[flow_run]
cap_violations = 0
warning_count = 25

[placement]
place_hpwl_um = 1120
place_congestion = 0.804
dp.cells = 118
io_buffers = 19

[min_path]
hold_path_depth = 3
min_from = "reset"
hold_path_class = "in2reg"
hold_end = "OUT[4]"

[run_status]
status = "finished clean"
[layout by cell type (no fill, tap or decap), types with 2 or more instances in the layout]
cell	instances
a211oi_1	3
a21oi_1	3
buf_4	7
clkbuf_4	3
clkdlybuf4s50_1	13
dfxtp_2	2
dfxtp_4	6
dlygate4sd2_1	4
dlymetal6s2s_1	2
inv_1	2
mux2i_1	2
nand2_1	2
nand3_1	3
nand4_1	3
nor2_1	5
nor3b_1	3
o211ai_1	4
or4_1	2
xor2_1	4
[through the flow]
| stage | setup WS (ps) | cell area (um2) |
|---|---|---|
| 5_1_grt | -2.90 | 790 |
| 3_5_place_dp | -369 | 712 |
| 4_1_cts | 5.20 | 749 |
| 3_3_place_gp | -336 | 712 |
| 2_1_floorplan | 11.5 | 464 |
| 6_report | 39.3 | 790 |
[final cells by class]
type / count / area [um2] / area share
Timing Repair Buffer: 26 / 243 / 0.307
Inverter: 2 / 7.51 / 0.00951
Sequential cell: 8 / 185 / 0.235
Tap cell: 46 / 57.6 / 0.0729
Multi-Input combinational cell: 40 / 274 / 0.347
Clock buffer: 3 / 22.5 / 0.0285
[routing by layer]
layer  vias to the layer above  routed length (um)
met2                        16                 581
li1                        252                   -
met5                         -                   0
met4                         0                   0
met1                       227                 717
met3                         0                 105
[worst max-delay path by stage]
stage | from | end | slack, ps | cells after the start
after CTS | OUT[4] | OUT[4] | 5 | 1
after global routing | OUT[7] | OUT[7] | -3 | 1
final | OUT[2] | OUT[2] | 40 | 1
[kinds of logic after synthesis]
family | count (synthesis)
AND-OR/OR-AND | 12
AND/OR/NAND/NOR | 20
flip-flops | 8
multiplexers | 3
adder cells (fa/ha/maj) | 1
buffers and inverters | 5
XOR/XNOR | 4
[where the power goes]
part           internal, mW  switching [mW]
Sequential            0.244          0.0181
Combinational        0.0887          0.0471
Clock                0.0982          0.0800
[repair_timing]
item	4_1_cts	5_1_grt
setup endpoints to repair	10	6
gates cloned	0	0
buffers inserted	0	4
gates resized	16	4
pin swaps	3	0
Power is estimated from default activity; no workload was simulated.
